$ cat /design/flow/config.mk
export PLATFORM = sky130hd
export DESIGN_NAME = MyDesign
export DESIGN_NICKNAME = MyDesign
export VERILOG_FILES = /design/flow/design.v
export SDC_FILE = /design/flow/constraint.sdc
export NUM_CORES = 4
export LEC_CHECK = 1
export CORE_UTILIZATION = 30
$ cat /design/flow/constraint.sdc
current_design MyDesign

set clk_period 3.1
set clk_io_pct 0.2

create_clock -name clk0 -period $clk_period [get_ports {clk}]

set non_clock_inputs [all_inputs -no_clocks]
set_input_delay [expr $clk_period * $clk_io_pct] -clock clk0 $non_clock_inputs
set_output_delay [expr $clk_period * $clk_io_pct] -clock clk0 [all_outputs]
$ cat /design/flow/design.v
module MyDesign(dut_run, 
				dut_busy, 
				reset_b, 
				clk, 
				dut_sram_write_address, 
				dut_sram_write_data, 
				dut_sram_write_enable, 
				dut_sram_read_address, 
				sram_dut_read_data, 
				dut_wmem_read_address, 
				wmem_dut_read_data);
input dut_run;
output reg dut_busy;
input reset_b; 
input clk;
output reg [11:0] dut_sram_write_address;
output reg [15:0] dut_sram_write_data;
output reg dut_sram_write_enable;
output reg [11:0] dut_sram_read_address;
input [15:0] sram_dut_read_data;
output reg [11:0] dut_wmem_read_address;
input [15:0] wmem_dut_read_data;
reg [1:0] state;
reg[3:0] i;
reg[3:0] a, b, c, d;
reg [8:0] convolution0;
reg [8:0] convolution1;
reg [8:0] convolution2;
reg [8:0] convolution3;
reg count;
always@(posedge clk)
begin
	if(!reset_b) begin		 
		dut_busy <= 0;
		dut_wmem_read_address <= 0;
		dut_sram_read_address <= 0;
		dut_sram_write_enable <= 0;
		dut_sram_write_data <=0;
		count <= 0;
	end
	else begin
		if(dut_run) begin	 
			dut_busy <= 1;
			state <= 0;
			end
		if(dut_busy) begin
			case(state)
			0: begin		 
			state <= 1;
			convolution0[0] <= ~(sram_dut_read_data[0] ^ wmem_dut_read_data[0]);
			convolution1[0] <= ~(sram_dut_read_data[1] ^ wmem_dut_read_data[0]);
			convolution2[0] <= ~(sram_dut_read_data[4] ^ wmem_dut_read_data[0]);
			convolution3[0] <= ~(sram_dut_read_data[5] ^ wmem_dut_read_data[0]);
			convolution0[1] <= ~(sram_dut_read_data[1] ^ wmem_dut_read_data[1]);
			convolution1[1] <= ~(sram_dut_read_data[2] ^ wmem_dut_read_data[1]);
			convolution2[1] <= ~(sram_dut_read_data[5] ^ wmem_dut_read_data[1]);
			convolution3[1] <= ~(sram_dut_read_data[6] ^ wmem_dut_read_data[1]);
			convolution0[2] <= ~(sram_dut_read_data[2] ^ wmem_dut_read_data[2]);
			convolution1[2] <= ~(sram_dut_read_data[3] ^ wmem_dut_read_data[2]);
			convolution2[2] <= ~(sram_dut_read_data[6] ^ wmem_dut_read_data[2]);
			convolution3[2] <= ~(sram_dut_read_data[7] ^ wmem_dut_read_data[2]);
			convolution0[3] <= ~(sram_dut_read_data[4] ^ wmem_dut_read_data[3]);
			convolution1[3] <= ~(sram_dut_read_data[5] ^ wmem_dut_read_data[3]);
			convolution2[3] <= ~(sram_dut_read_data[8] ^ wmem_dut_read_data[3]);
			convolution3[3] <= ~(sram_dut_read_data[9] ^ wmem_dut_read_data[3]);
			convolution0[4] <= ~(sram_dut_read_data[5] ^ wmem_dut_read_data[4]);
			convolution1[4] <= ~(sram_dut_read_data[6] ^ wmem_dut_read_data[4]);
			convolution2[4] <= ~(sram_dut_read_data[9] ^ wmem_dut_read_data[4]);
			convolution3[4] <= ~(sram_dut_read_data[10] ^ wmem_dut_read_data[4]);
			convolution0[5] <= ~(sram_dut_read_data[6] ^ wmem_dut_read_data[5]);
			convolution1[5] <= ~(sram_dut_read_data[7] ^ wmem_dut_read_data[5]);
			convolution2[5] <= ~(sram_dut_read_data[10] ^ wmem_dut_read_data[5]);
			convolution3[5] <= ~(sram_dut_read_data[11] ^ wmem_dut_read_data[5]);
			convolution0[6] <= ~(sram_dut_read_data[8] ^ wmem_dut_read_data[6]);
			convolution1[6] <= ~(sram_dut_read_data[9] ^ wmem_dut_read_data[6]);
			convolution2[6] <= ~(sram_dut_read_data[12] ^ wmem_dut_read_data[6]);
			convolution3[6] <= ~(sram_dut_read_data[13] ^ wmem_dut_read_data[6]);
			convolution0[7] <= ~(sram_dut_read_data[9] ^ wmem_dut_read_data[7]);
			convolution1[7] <= ~(sram_dut_read_data[10] ^ wmem_dut_read_data[7]);
			convolution2[7] <= ~(sram_dut_read_data[13] ^ wmem_dut_read_data[7]);
			convolution3[7] <= ~(sram_dut_read_data[14] ^ wmem_dut_read_data[7]);
			convolution0[8] <= ~(sram_dut_read_data[10] ^ wmem_dut_read_data[8]);
			convolution1[8] <= ~(sram_dut_read_data[11] ^ wmem_dut_read_data[8]);
			convolution2[8] <= ~(sram_dut_read_data[14] ^ wmem_dut_read_data[8]);
			convolution3[8] <= ~(sram_dut_read_data[15] ^ wmem_dut_read_data[8]);
			end
			1: begin		 
			state <= 2;
			count <= 1;
			end
			2: begin 		 
			if(a > 4) dut_sram_write_data[0] <= 1;
			else dut_sram_write_data[0] <= 0;
			if(b > 4) dut_sram_write_data[1] <= 1;
			else dut_sram_write_data[1] <= 0;
			if(c > 4) dut_sram_write_data[2] <= 1;
			else dut_sram_write_data[2] <= 0;
			if(d > 4) dut_sram_write_data[3] <= 1;
			else dut_sram_write_data[3] <= 0;
			dut_busy <= 0;
			dut_sram_write_enable <= 1;
			dut_sram_write_address <= 0;
			end
			default:;
		endcase
	end
	end
end
always@(count)			 
begin
a = 0;
b = 0;
c = 0;
d = 0;
	for(i = 0; i < 9; i = i+1)
			begin
				if(convolution0[i]) a=a+1;
				if(convolution1[i]) b=b+1;
				if(convolution2[i]) c=c+1;
				if(convolution3[i]) d=d+1;
			end
end
endmodule
$ cat /design/flow/run.sh
#!/bin/bash
# OpenROAD 26Q1-2900-gdf79404cd8, Yosys 0.63+post, stock flow scripts
make -C /OpenROAD-flow-scripts/flow DESIGN_CONFIG=/design/flow/config.mk WORK_HOME=/design/flow/orfs finish
==> out/results.ini <==
[outcome]
status=complete, but fails checks
violations=setup timing

[floorplanning]
chipArea_mm2=0.01660
fp.dieW_um=128.9
row_count=46
coreArea_mm2=0.01577
fp_util_pct=30.61
io_pins=89
die-height_um=128.9

[placed_design]
placed_cells=843
io_buffers=33
dpl-instance-area_mm2=0.006008
hpwlAfterDp_um=7937
gp_congestion=0.8961
place_ws_ns=-1.292

[timing]
relSlewSlack_pct=50.67
finalClockPeriodUsage_pct=137.9
setup_viol=4
rsz0062_at_grt=yes
tightest_slew_ns=0.7307
tns_ns=-3.382
slew_viol_final=0
min_period_ns=4.275
fmax_ghz=0.2339
holdWs_ns=0.4620
setup_ws_ns=-1.175
hold_viol_final=0
fin_worst_skew_ns=0.005537

[worst_setup_path]
r2r_slack_ns=-1.18
reg2reg_depth=24
crit_buf_inv=3
crit_required_ns=3.32
max_stage_delay_ns=0.42
cp_max_fo=2
crit_family=adder cells
worst-setup-path-type=reg -> reg
crit_path_end_kind=register
worst_setup_path_start_kind=register
cpMostUsedCell=ha_4
crit_path_top_delay_cell=edfxtp_1
cp.depth=24
cp_cell_sequence=buf_6 -> ha_4 -> inv_2 -> mux2_4 -> inv_4 -> ha_4 -> nor2b_2 -> o21a_1 -> or3_1 -> a22oi_2 -> ha_1 -> xnor3_2 -> nor2b_2 -> a31oi_1 -> o31a_1 -> ha_1 -> mux2_4 -> ha_4 -> nor2b_4 -> o21ai_2 -> o31ai_1 -> nor3_1 -> nand2_1 -> o211ai_2
critPathArrivalTime_ns=4.49

[route]
drt_iter0_markers=166
via_count=4094
first_pass_iters=6
wl_per_cell_um=12.18
drc_errors=0
ant_nets=0
viasPerCell=4.605
diodes=0
drt_wl_total_um=10830

[global_route]
overflow=0
grt_use_met2_pct=21.91
grt_pass1_vias=3963
antenna_found_initial=0
grt_use_total_pct=13.69
use_met3_pct=1.991
grt.busiest_layer=met2
use_met1_pct=20.57
grt_max_degree=38
grt_pass1_wl_um=18080

[final_layout]
instances_no_fill=889
fillers=1450
syn2layout_area_growth_pct=40.10
drive_gt1_share_pct=34.18
finish.instance_area_mm2=0.006763

[yosys]
edf_count=36
top_cell_area_share_pct=22.40
ys_cells=530
ys_area_mm2=0.004827
yosys_warnings=1
syn-cell-area_mm2=0.004827
synth_cells=530
avgSynthCellArea_um2=9.108
synthArstFlopShare_pct=0
numSynthFlops=45
ff_type=edfxtp_1
synth_cell_types=68
largest_area_cell=edfxtp_1
area_leaders=edfxtp_1 22%, xnor2_1 11%, ha_1 9.3%
ys_seq_share_pct=26.13

[power]
leakagePower_nw=2.779
pwr-share-seq_pct=24.3
p_clk_share_pct=23.2
switching_share_pct=31.49
switchingPower_uw=954.1
intPower_mw=2.076
vdd_drop_max_uv=208.1
combPwrFrac_pct=52.4
p_per_area_mw_per_mm2=448.0

[clock_tree]
clock-sinks=45
clock_latency_ns=0.29
clockBufferDepth=2
htreeDepth=2
cts_hold_buf=0
cts_root_buffer=clkbuf_16
clk_pin_slew_worst_paths_ns=0.07
cts_tree=built
cts_buffers=5

[flow_run]
tool_warnings=47
maxCapViolations=0

[min_path]
worstHoldPathCells=1
hp-class=reg -> reg

-- sequential cells by signal, summed over array words and instances, names as in the netlist --
signal	flops
convolution0	9
convolution1	9
convolution2	9
convolution3	9
dut_sram_write_data	4
state	3
dut_busy	1
dut_sram_write_enable	1
-- kinds of logic after synthesis --
kind of cell / share of synthesized area [%]
AND-OR/OR-AND: 12.49
XOR/XNOR: 20.71
buffers and inverters: 12.91
adder cells (fa/ha/maj): 9.331
flip-flops: 26.13
multiplexers: 3.914
AND/OR/NAND/NOR: 14.44
other: 0.07769
-- worst register-to-register path, stage by stage, from the launching register on --
cell and delay [ns]:
edfxtp_1 0.42, buf_6 0.15, ha_4 0.14, inv_2 0.04, mux2_4 0.15, inv_4 0.04
ha_4 0.26, nor2b_2 0.04, o21a_1 0.17, or3_1 0.35, a22oi_2 0.21, ha_1 0.27
xnor3_2 0.23, nor2b_2 0.13, a31oi_1 0.05, o31a_1 0.14, ha_1 0.30, mux2_4 0.29
ha_4 0.28, nor2b_4 0.04, o21ai_2 0.11, o31ai_1 0.08, nor3_1 0.17, nand2_1 0.09
o211ai_2 0.07
-- through the flow --
step                util [%]  power, mW
finish                 42.88      3.030
global route           42.88      3.219
CTS                    42.25      2.950
detailed placement     38.10      2.033
global placement       38.10      1.991
floorplan                  -      1.640
-- layer usage --
layer / share of wire, % / up-vias
li1: - / 2043
met1: 48 / 1925
met2: 45 / 117
met3: 5.7 / 9
met4: 1.0 / 0
met5: 0 / -
-- timing repair --
action                     4_1_cts  5_1_grt
gates resized                   37       14
buffers inserted                35        3
setup endpoints to repair        4        4
pin swaps                       29       20
-- layout make-up --
class | count | area [um2] | share of cell area, %
multi-input cells | 421 | 3547 | 52.45
clock buffers | 5 | 125.1 | 1.850
well taps | 216 | 270.3 | 3.996
clock inverters | 3 | 68.82 | 1.018
repair buffers | 170 | 1379 | 20.39
inverters | 29 | 111.4 | 1.647
flip-flops and latches | 45 | 1261 | 18.65
-- final timing paths --
kind / to / startpoint
hold / removal: dut_sram_write_enable / dut_sram_write_enable
hold reg to reg: dut_sram_write_enable / dut_sram_write_enable
setup reg to reg: dut_sram_write_data[0] / convolution0[1]
setup / recovery: dut_sram_write_data[0] / convolution0[1]
-- power by group through the flow --
stage     logic, mW  registers, mW  clock network, mW
4_1_cts        1.49          0.736              0.720
5_1_grt        1.74          0.742              0.738
6_report       1.59          0.737              0.703
-- cell usage in the layout, fill, tap and decap left out, drive strengths merged, types with 16 or more instances in the layout --
master,instances
buf,137
xnor2,66
conb,48
nand2,42
edfxtp,36
ha,36
clkdlybuf4s50,33
inv,30
xor2,28
o21ai,17
nand3,16
nor2,16
-- cells in the mapped netlist (9+ instances only) --
| cell | count |
|---|---|
| xnor2_1 | 62 |
| buf_4 | 50 |
| nand2_1 | 42 |
| edfxtp_1 | 36 |
| ha_1 | 36 |
| inv_1 | 27 |
| xor2_1 | 26 |
| clkbuf_1 | 22 |
| o21ai_0 | 17 |
| nand3_1 | 16 |
| nor2_1 | 16 |
| a31oi_1 | 11 |
| mux2i_1 | 11 |
| nor2b_1 | 10 |
| a21oi_1 | 9 |
| buf_2 | 9 |
| dfxtp_1 | 9 |
No activity file was given, so power comes from the tool's default toggle rates.
